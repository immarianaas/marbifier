## flow/design.v

```verilog
typedef struct packed {
  logic [28:0]  unused;
  logic [1:0]   mode;
  logic en;
} ctrl_reg_t;
typedef struct packed {
  logic [7:0]   cif;
} dprio_reg_t;
typedef enum {
  STATES_IDLE,
  STATES_ACCESS
} states_t;
typedef enum {
  SORTER_IDLE,
  SORTER_CLEAR,
  SORTER_SORT
} sorter_states_t;
parameter MEM_ARBITER_CTRL_REG_ADDR       = 32'h0000_0000;
parameter MEM_ARBITER_DPRIO_REG_BASE_ADDR = 32'h0000_0004;
module apb_ctrl #(
  parameter MEM_ARB_CLIENTS_P = 3  
)
(
  input logic clk,
  input logic rst,
  input   logic          conf_wr,
  input   logic          conf_sel,
  input   logic          conf_enable,
  input   logic [32-1:0] conf_addr,
  input   logic [32-1:0] conf_wdata,
  input   logic [ 4-1:0] conf_strb,
  output  logic [32-1:0] conf_rdata,
  output  logic          conf_ready,
  output  logic          conf_slverr,
  output ctrl_reg_t ctrl,
  output dprio_reg_t dprio0,
  output dprio_reg_t dprio1,
  output dprio_reg_t dprio2,
  output dprio_reg_t dprio3,
  output logic [((((MEM_ARB_CLIENTS_P-1)/4)+1)*4)-1:0] dprio_wstrb
);
  localparam NUM_DPRIO_32b_REG_P = ((MEM_ARB_CLIENTS_P-1)/4)+1;
  localparam NUM_DPRIO_CLIENTS_MULTIPLE_OF_FOUR = NUM_DPRIO_32b_REG_P*4;
  states_t apb_state;
  ctrl_reg_t  next_ctrl;
  dprio_reg_t next_dprio [NUM_DPRIO_CLIENTS_MULTIPLE_OF_FOUR];
  logic [31:0]                                   next_rdata, rdata;
  logic                                          next_ready, next_slverr;
  logic [NUM_DPRIO_CLIENTS_MULTIPLE_OF_FOUR-1:0] next_dprio_wstrb;
  dprio_reg_t dprio [((((MEM_ARB_CLIENTS_P-1)/4)+1)*4)];
  assign dprio0 = dprio[0];
  assign dprio1 = dprio[1];
  assign dprio2 = dprio[2];
  assign dprio3 = dprio[3];
  always_ff @ (posedge clk, posedge rst) begin
    if (rst) begin
      ctrl          <= '0;
      for (int i = 0; i < NUM_DPRIO_CLIENTS_MULTIPLE_OF_FOUR; i++) begin
        dprio[i]    <= '0;
      end
      dprio_wstrb   <= '0;
    end else begin
      ctrl          <= next_ctrl;
      dprio[0]      <= next_dprio[0];
      dprio[1]      <= next_dprio[1];
      dprio[2]      <= next_dprio[2];
      dprio[3]      <= next_dprio[3];
      dprio_wstrb   <= next_dprio_wstrb;
    end
  end
  always_ff @ (posedge clk, posedge rst) begin
    if (rst) begin
      conf_ready    <= 0;
      conf_rdata    <= 0;
      conf_slverr   <= 0;
    end else begin
      conf_ready    <= next_ready;
      conf_rdata    <= next_rdata;
      conf_slverr   <= next_slverr;
    end
  end
  always_ff @ (posedge clk, posedge rst) begin
    if (rst) begin
      apb_state             <= STATES_IDLE;
    end else begin
      case (apb_state)
        STATES_IDLE: begin
          if (conf_sel) begin         
            apb_state       <= STATES_ACCESS;
          end
        end
        STATES_ACCESS:  apb_state  <= STATES_IDLE;   
        default: apb_state  <= STATES_IDLE;
      endcase
    end
  end
  always_comb begin
    next_rdata        = conf_rdata;
    next_ready        = 0;
    next_slverr       = 0;
    next_dprio[0]     = dprio[0];
    next_dprio[1]     = dprio[1];
    next_dprio[2]     = dprio[2];
    next_dprio[3]     = dprio[3];
    next_ctrl         = ctrl;
    next_dprio_wstrb  = 0;
    case (apb_state)
      STATES_IDLE: begin
        next_rdata    = 0;
        next_slverr   = 0;
        if (conf_sel) begin      
          next_ready  = 1;       
          if (conf_wr) begin     
            if (conf_addr == MEM_ARBITER_CTRL_REG_ADDR) begin
              next_ctrl[ 7: 0]  = (conf_strb[0] == 1'b1 ) ? conf_wdata[ 7: 0] : ctrl[ 7: 0];
              next_ctrl[15: 8]  = (conf_strb[1] == 1'b1 ) ? conf_wdata[15: 8] : ctrl[15: 8];
              next_ctrl[23:16]  = (conf_strb[2] == 1'b1 ) ? conf_wdata[23:16] : ctrl[23:16];
              next_ctrl[31:24]  = (conf_strb[3] == 1'b1 ) ? conf_wdata[31:24] : ctrl[31:24];
            end
            for (int i = 0; i < NUM_DPRIO_32b_REG_P; i++) begin
              if (conf_addr == (MEM_ARBITER_DPRIO_REG_BASE_ADDR +4*i)) begin
                next_dprio[i]   = (conf_strb[0] == 1'b1 ) ? conf_wdata[ 7: 0] : dprio[i];
                next_dprio[i+1] = (conf_strb[1] == 1'b1 ) ? conf_wdata[15: 8] : dprio[i+1];
                next_dprio[i+2] = (conf_strb[2] == 1'b1 ) ? conf_wdata[23:16] : dprio[i+2];
                next_dprio[i+3] = (conf_strb[3] == 1'b1 ) ? conf_wdata[31:24] : dprio[i+3];
                next_dprio_wstrb[4*i +: 4] = conf_strb;
              end
            end
          end else begin       
            if (conf_addr == MEM_ARBITER_CTRL_REG_ADDR) begin
              next_rdata    = ctrl;     
            end
            for (int i = 0; i < NUM_DPRIO_32b_REG_P; i++) begin
              if (conf_addr == (MEM_ARBITER_DPRIO_REG_BASE_ADDR + 4*i)) begin
                next_rdata  = { dprio[i+3], dprio[i+2], dprio[i+1], dprio[i] };    
              end
            end
          end  
        end  
      end
      STATES_ACCESS: begin
        ;          
      end
      default: ;   
    endcase        
  end
endmodule
```

## flow/config.mk

```make
export PLATFORM = sky130hd
export DESIGN_NAME = apb_ctrl
export DESIGN_NICKNAME = apb_ctrl
export VERILOG_FILES = /design/flow/design.v
export SDC_FILE = /design/flow/constraint.sdc
export NUM_CORES = 4
export LEC_CHECK = 1
export CORE_UTILIZATION = 30
```

## flow/run.sh

```bash
#!/bin/bash
# OpenROAD 26Q1-2900-gdf79404cd8, Yosys 0.63+post, stock flow scripts
make -C /OpenROAD-flow-scripts/flow DESIGN_CONFIG=/design/flow/config.mk WORK_HOME=/design/flow/orfs finish
```

## flow/constraint.sdc

```tcl
current_design apb_ctrl

set clk_period 3.5
set clk_io_pct 0.2

create_clock -name clk0 -period $clk_period [get_ports {clk}]

set non_clock_inputs [all_inputs -no_clocks]
set_input_delay [expr $clk_period * $clk_io_pct] -clock clk0 $non_clock_inputs
set_output_delay [expr $clk_period * $clk_io_pct] -clock clk0 [all_outputs]
```

==> flow_metrics.tcl <==
# yosys + openroad results
set metrics [dict create \
    grt_max_degree 36 \
    cts-root-buf "clkbuf_8" \
    path_class "input port to flip-flop" \
    skew_ns 0.006517 \
    worst_setup_path_start_kind "input port" \
    antenna_found_initial 0 \
    hold_viol 0 \
    arrival_ns 2.75 \
    setup_viol 0 \
    cts_made_buffers 9 \
    antenna_left 0 \
    die_h_um 105.6 \
    tritoncts "yes" \
    yosys_warnings 1 \
    layout.area.comb_um2 1192 \
    setup_tns_ns 0 \
    post_cts_buffers 0 \
    dp_worst_setup_slack_ns 0.5844 \
    num_antenna_cells 0 \
    ys_types 24 \
    endpoint_kind "flip-flop" \
    wl_per_cell_um 14.36 \
    power_uw 1709 \
    timing.critical_path.required_ns 3.72 \
    die_w_um 105.6 \
    coreArea_um2 10370 \
    grt_overflow 0 \
    hpwl_um 5434 \
    grt_pass1_wl_um 11960 \
    crit_path_end "ctrl[10]$_DFFE_PP0P_" \
    status "complete, no violations" \
    synthToLayoutAreaGrowth_pct 53.19 \
    slew_viol_final 0 \
    clkLatencyLatePin_ns 0.34 \
    vias_per_cell 4.476 \
    vias 2296 \
    worst_pin_slew_ns 0.6049 \
    die_area_um2 11150 \
    p_per_area_nw_per_um2 346.6 \
    syn_area_um2 3218 \
    r2r_start "apb_state[0]$_DFF_PP1_" \
    crit_start "conf_addr[18]" \
    reg2reg_depth 4 \
    drive_gt1_share_pct 19.36 \
    maxCapViolations 0 \
    r2r_setup_slack_ns 1.44 \
    adder_share_pct 0 \
    rr_endpoint "ctrl[10]$_DFFE_PP0P_" \
    worst-path-stages 5 \
    first_global_vias 2280 \
    vdd_drop_max_mv 0.2603 \
    drtIter0Drc 63 \
    logic_family "multiplexers" \
    fp_util_pct 31.03 \
    ys_area_um2 3218 \
    worst-path-buf-inv 1 \
    postSynthCellCount 220 \
    firstDrtPassIters 3 \
    power.leakage_uw 0.002224 \
    fmax_mhz 395.7 \
    synthMuxAreaShare_pct 13.84 \
    slew-limit-headroom_pct 59.63 \
    seq_area_um2 1853 \
    ctsResizeCount 0 \
    yosys.area_share.aoi_pct 8.709 \
    cts_hold_buf 0 \
    cp_cell_sequence "clkdlybuf4s50_1 -> nor4_2 -> nand4_4 -> nor3_4 -> mux2_2" \
    clkTransAtPathRegs_ns 0.07 \
    hold_class "flip-flop to flip-flop" \
    htreeDepth 3 \
    crit_slowest_cell "nor3_4" \
    ys.flops 74 \
    critPathTopFamily "simple AND/OR/NAND/NOR gates" \
    core.rowCount 37 \
    portBuffers 144 \
    io-pin-count 175 \
    rsz0062_at_grt "no" \
    setup_ws_ns 0.9725 \
    min_path_cells 1 \
    cts.sinks 74 \
    finalCritPeriodShare_pct 72.21 \
    num-fill-cells 924 \
    wirelength_um 7369 \
    xor_share_pct 0 \
    crit_fanout 10 \
    drcViolationCount 0 \
    track_usage_pct 14.03 \
    critPathMaxStageDelay_ns 0.55 \
    ys_cells 220 \
    syn_area_per_cell_um2 14.63 \
    openroad.warnings 26 \
    simple_gate_share_pct 11.12 \
    period_minus_slack_ns 2.527 \
    gp_congestion 0.7535 \
    clk_path_buf_depth 2 \
    postSynthSeqShare_pct 57.58 \
]
## logic make-up after synthesis
logic type             Yosys count
multiplexers                    40
buffers and inverters           41
AND-OR/OR-AND                   32
other                            1
AND/OR/NAND/NOR                 32
flip-flops                      74
## cell usage in the layout, fill, tap and decap left out, drive strengths merged
cell type      synthesis  final
conb                   1     29
nor4                   8      8
and2                   1      1
clkdlybuf4s50          0    144
dfstp                  1      1
clkinv                 0      3
dfrtp                 73     73
bufinv                 0      2
clkinvlp               0      1
clkbuf                 3     11
o32ai                  4      4
mux2i                  4      4
nor3                   9      9
nand4                  2      2
and3                   1      1
mux2                  36     36
or2                    1      1
a22o                  28     28
nand3                  4      4
inv                    6      5
nand3b                 4      4
buf                   32      4
nand2b                 2      2
## worst min-delay path by stage
| stage | startpoint | endpoint | slack [ns] |
|---|---|---|---|
| 6_report | apb_state[1]$_DFF_PP0_ | apb_state[0]$_DFF_PP1_ | 0.48 |
| 5_1_grt | apb_state[1]$_DFF_PP0_ | apb_state[0]$_DFF_PP1_ | 0.50 |
| 4_1_cts | apb_state[1]$_DFF_PP0_ | apb_state[0]$_DFF_PP1_ | 0.48 |
## power breakdown
part           internal (uW)  switching, uW
sequential               857           2.07
combinational           80.0           51.1
clock                    419            300
## Yosys cell counts
| master | number | share of area, % |
|---|---|---|
| dfrtp_1 | 73 | 57 |
| buf_6 | 2 | 0.70 |
| dfstp_2 | 1 | 0.82 |
| mux2_2 | 36 | 13 |
| nor4_4 | 5 | 3.3 |
| and2_1 | 1 | 0.19 |
| nor3_1 | 5 | 0.78 |
| nand3b_1 | 4 | 0.93 |
| or2_2 | 1 | 0.19 |
| buf_1 | 1 | 0.12 |
| conb_1 | 1 | 0.12 |
| nand4_4 | 2 | 1.3 |
| mux2i_1 | 4 | 1.2 |
| o32ai_1 | 4 | 1.1 |
| buf_4 | 29 | 6.8 |
| nand2b_1 | 2 | 0.39 |
| inv_2 | 1 | 0.12 |
| nor4_2 | 3 | 1.2 |
| and3_1 | 1 | 0.19 |
| nand3_1 | 4 | 0.62 |
| a22o_1 | 28 | 7.6 |
| clkbuf_1 | 3 | 0.35 |
| nor3_4 | 4 | 2.0 |
| inv_1 | 5 | 0.58 |
## metal layers
layer	up-vias	global-route usage, %	routed length [um]
met4	0	1.290	77
met1	1131	21.45	3275
met5	-	0	0
met2	96	21.10	3449
met3	10	4.227	567
li1	1059	-	-
## state kept, by name (all words and copies together), names as in the netlist
signal	cells
dprio_wstrb	4
ctrl	32
dprio	4
conf_rdata	32
apb_state	2
## area by class of cell
cell class / instances / share of cell area (%)
sequential: 74 / 37.59
timing repair buffer: 148 / 29.85
multi-input combinational: 133 / 24.19
tap: 136 / 3.452
clock buffer: 11 / 2.868
clock inverter: 5 / 1.574
inverter: 6 / 0.4822
## through the flow
step | hold WS [ns] | instances | utilization (%) | instance area, um^2
after floorplan | 0.4101 | 248 | - | 3323
after global placement | 0.4588 | 497 | 45.43 | 4711
after detailed placement | 0.4517 | 497 | 45.43 | 4711
after CTS | 0.4794 | 513 | 47.54 | 4930
after global routing | 0.5043 | 513 | 47.54 | 4930
final | 0.4775 | 513 | 47.54 | 4930
Power is estimated from default activity; no workload was simulated.
