### design/flow/design.v
typedef struct packed {
  logic [28:0]  unused;
  logic [1:0]   mode;
  logic en;
} ctrl_reg_t;
typedef struct packed {
  logic [7:0]   cif;
} dprio_reg_t;
typedef enum {
  STATES_IDLE,
  STATES_ACCESS
} states_t;
typedef enum {
  SORTER_IDLE,
  SORTER_CLEAR,
  SORTER_SORT
} sorter_states_t;
parameter MEM_ARBITER_CTRL_REG_ADDR       = 32'h0000_0000;
parameter MEM_ARBITER_DPRIO_REG_BASE_ADDR = 32'h0000_0004;
module single_sort #(
  parameter CLIENTS_BWIDTH_P = 2     
)
(
  input   logic                         clk,
  input   logic                         rst,
  input   logic                         enable,
  input   logic                         clr,
  input   logic [7:0]                   new_val,
  input   logic [CLIENTS_BWIDTH_P-1:0]  new_client,
  input   logic [7:0]                   prev_val,
  input   logic [CLIENTS_BWIDTH_P-1:0]  prev_client,
  output  logic [7:0]                   current_val,
  output  logic [CLIENTS_BWIDTH_P-1:0]  current_client
);
  always_ff @( posedge clk, posedge rst ) begin
    if (rst) begin
      current_val         <= '0;
      current_client      <= '0;
    end else if (clr == 1'b1) begin
      current_val         <= '0;
      current_client      <= '0;
    end else begin
      if (enable == 1'b1) begin
        if ( new_val > current_val ) begin  
          if (new_val > prev_val) begin     
            current_val     <= prev_val;    
            current_client  <= prev_client;
          end else begin                     
            current_val     <= new_val;      
            current_client  <= new_client;
          end
        end
      end
    end
  end
endmodule
### design/flow/run.sh
#!/bin/bash
# OpenROAD 26Q1-2900-gdf79404cd8, Yosys 0.63+post, stock flow scripts
make -C /OpenROAD-flow-scripts/flow DESIGN_CONFIG=/design/flow/config.mk WORK_HOME=/design/flow/orfs finish
### design/flow/config.mk
export PLATFORM = sky130hd
export DESIGN_NAME = single_sort
export DESIGN_NICKNAME = single_sort
export VERILOG_FILES = /design/flow/design.v
export SDC_FILE = /design/flow/constraint.sdc
export NUM_CORES = 4
export LEC_CHECK = 1
export CORE_AREA = 10 10 103 103
export DIE_AREA = 0 0 113 113
### design/flow/constraint.sdc
current_design single_sort

set clk_period 3.1
set clk_io_pct 0.2

create_clock -name clk0 -period $clk_period [get_ports {clk}]

set non_clock_inputs [all_inputs -no_clocks]
set_input_delay [expr $clk_period * $clk_io_pct] -clock clk0 $non_clock_inputs
set_output_delay [expr $clk_period * $clk_io_pct] -clock clk0 [all_outputs]
==> impl_metrics.tcl <==
# flow metrics
set metrics [dict create \
    status "complete, no violations" \
    final-setup-viol-count 0 \
    wire_length_of_the_first_global_routing_pass_microns 5690 \
    reg2regPathDepth 7 \
    max_cap_viol_count 0 \
    final_hold_viol_count 0 \
    fp_util 0.130 \
    synth_cell_type_count 27 \
    reg2reg_from "current_val[2]" \
    vdd_drop_max_mv 0.118 \
    arrival_time_of_data_at_the_critical_path_endpoint_ns 2.73 \
    dp_cells 250 \
    cts.hold.buffers_added 0 \
    first_pass_iters 4 \
    grt_setup_unrepaired "false" \
    insertedDiodeCount 0 \
    timing.final.crit_share 0.837 \
    timing.setup.tns_ns 0 \
    worst-endpoint-required_ns 3.24 \
    fp-row-count 33 \
    ctsHtreeMaxLevel 1 \
    ys_warn_count 1 \
    first_global_vias 1013 \
    ant_nets 0 \
    layoutNonFillerInstCount 254 \
    post_synth_arst_share 1.00 \
    sequential_fraction_of_the_synthesis_area 0.233 \
    cts_repair_resize_count 0 \
    postSynthRegisterBits 10 \
    synth-edff-count 0 \
    route.detailed.drc 0 \
    drt_wl_total_microns 3580 \
    leakagePower_nw 0.608 \
    crit_fanout 10 \
    mean_routed_wirelength_per_cell_microns 14.1 \
    groute.usage.overall 0.0551 \
    worst_setup_hold_path_clk_slew_ns 0.05 \
    layout_min_cycle_time_ns 2.60 \
    flow.area_growth_from_synthesis_pct 45.1 \
    globalplace.congestion 0.785 \
    synth.yosys.num_cells 116 \
    timing_worst_slew_pin_value_ns 0.620 \
    overall_via_count_from_detail_route 998 \
    critical-path-slowest-cell "clkdlybuf4s50_1" \
    initialDrtViolationCount 35 \
    synth_area_sq_um 1080 \
    worst_path_largest_cell_delay_ns 0.48 \
    tool_warnings 25 \
    clock_sink_count 10 \
    timing.critical_path.from "prev_val[7]" \
    powerDensity_nw_per_um2 378 \
    fp.dieH_microns 113 \
    worst_skew_pair_latency_ns 0.23 \
    cts-root-to-sink-buffers 2 \
    share_of_cells_above_drive_strength_1 0.174 \
    timing.setup.critical_path_class "in -> reg" \
    grt_start_max_net_pins 11 \
    worst_slew_margin_rel 0.585 \
    slew_violations 0 \
    floorplan.core_area_sq_um 8300 \
    syn-mean-instance-area_sq_um 9.28 \
    ctsRootBufferMaster "clkbuf_8" \
    crit_path_cell_trace "clkdlybuf4s50_1 -> inv_1 -> ha_1 -> nand2_1 -> o211ai_2 -> o31a_1 -> nand3_1 -> a311oi_2" \
    ios 34 \
    die_w_microns 113 \
    overflow_left_after_global_routing 0 \
    final.fill_count 910 \
    vias_per_cell 3.93 \
    cts_setup_buffers 0 \
    antenna_violations_before_repair 0 \
    cp-end-kind "flip-flop" \
    reg2reg_to "current_val[1]" \
    hold_path_class "in -> async" \
    clock.fmax_ghz 0.385 \
    startpoint_type "primary input" \
    cts_inserted_buffers 3 \
    fin_worst_skew_ns 0.00173 \
    ff_type "dfrtp_1" \
    reg2reg_slack_ns 1.08 \
    yosys.stat.chipArea_sq_um 1080 \
    port_buffers 33 \
    chip_area_sq_um 12800 \
    tritoncts_clock_tree "done" \
    dp_hpwl_microns 3000 \
    syn_inst 116 \
]
==> cell usage in the layout, fill, tap and decap left out, drive strengths merged <==
cell type / count
nor2b: 2
o211a: 1
a21o: 2
dfrtp: 10
o21ai: 12
a311oi: 10
o211ai: 2
nand4: 4
or3b: 1
nand2: 1
inv: 17
nor2: 1
a21oi: 6
or2: 2
nor3: 10
clkbuf: 4
clkdlybuf4s50: 33
buf: 2
o31a: 1
ha: 16
nand3: 11
o31ai: 1
==> report_power, final <==
group / total [W] / switching [W] / leakage [nW] / internal (W)
Clock: 0.000161 / 0.0000491 / 0.0288 / 0.000111
Sequential: 0.000166 / 0.0000154 / 0.132 / 0.000150
Combinational: 0.000264 / 0.000126 / 0.447 / 0.000138
Total: 0.000590 / 0.000191 / 0.608 / 0.000399
==> stage by stage <==
step                      worst slack, ns  hold slack (ns)  area [sq um]  total power [W]   util
after global placement              0.260            0.654          1510         0.000430  0.182
after CTS                           0.512            0.673          1560         0.000596  0.188
after floorplan                      1.06            0.460          1080         0.000328      -
after detailed placement            0.259            0.665          1510         0.000434  0.182
final                               0.504            0.667          1560         0.000590  0.188
after global routing                0.380            0.702          1560         0.000636  0.188
==> flip-flops by register name (all words and copies together) (netlist names) <==
name and flops:
current_val 8, current_client 2
==> cell families after synthesis <==
logic type	synth area share
adders and majority gates	0.186
DFF	0.233
AOI/OAI and AO/OA	0.310
and+or+nand+nor	0.169
buffers and inverters	0.102
==> layer usage <==
metal  GRT usage  up-vias  wire [microns]
li1            -      499               -
met1      0.0741      473            1630
met2      0.0860       24            1670
met3      0.0182        2             232
met4     0.00677        0              47
met5           0        -               0
==> how the worst max path moves through the flow <==
stage | endpoint | slack, ns | cells after the start
after CTS | current_client[0] | 0.51 | 8
after global routing | current_client[0] | 0.38 | 8
final | current_client[0] | 0.50 | 8
==> cell type report <==
type / count / area, sq um / area share
repair buffers: 35 / 345 / 0.221
clock buffers: 4 / 55.1 / 0.0353
inverters: 17 / 63.8 / 0.0409
well taps: 105 / 131 / 0.0841
flip-flops and latches: 10 / 250 / 0.160
multi-input cells: 83 / 716 / 0.458
==> cell usage after synthesis (2+ instances only) <==
cell | number | share of area
buf_4 | 2 | 0.014
a311oi_2 | 10 | 0.14
or2_2 | 2 | 0.012
nand4_1 | 4 | 0.023
a21o_1 | 2 | 0.014
o21ai_0 | 11 | 0.051
nor3_1 | 10 | 0.047
a21oi_2 | 2 | 0.016
nand3_1 | 11 | 0.051
dfrtp_1 | 10 | 0.23
inv_1 | 17 | 0.059
a21oi_1 | 4 | 0.019
buf_6 | 2 | 0.021
ha_1 | 16 | 0.19
==> critical path: cells and delay by family <==
family	cells	cell delay [ns]
simple gates	2	0.31
compound gates	3	0.94
fa+ha+maj	1	0.33
buf+inv	2	0.53
Power is estimated from default activity; no workload was simulated.
